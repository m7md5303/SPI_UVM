$ cat /design/flow/run.sh
#!/bin/bash
# OpenROAD 26Q1-2900-gdf79404cd8, Yosys 0.63+post, stock flow scripts
make -C /OpenROAD-flow-scripts/flow DESIGN_CONFIG=/design/flow/config.mk WORK_HOME=/design/flow/orfs finish
$ cat /design/flow/config.mk
export PLATFORM = sky130hd
export DESIGN_NAME = rram
export DESIGN_NICKNAME = rram
export VERILOG_FILES = /design/flow/design.v
export SDC_FILE = /design/flow/constraint.sdc
export NUM_CORES = 4
export LEC_CHECK = 1
export CORE_UTILIZATION = 40
$ cat /design/flow/constraint.sdc
current_design rram

set clk_period 9.4
set clk_io_pct 0.2

create_clock -name clk0 -period $clk_period [get_ports {clk}]

set non_clock_inputs [all_inputs -no_clocks]
set_input_delay [expr $clk_period * $clk_io_pct] -clock clk0 $non_clock_inputs
set_output_delay [expr $clk_period * $clk_io_pct] -clock clk0 [all_outputs]
$ cat /design/flow/design.v
interface golden_inter_ref(clk);
    input logic clk;
    logic MISO_gold,MOSI_gold,SS_n_gold,rst_n_gold;
    modport GOLDEN (
    input MOSI_gold,SS_n_gold,rst_n_gold,clk,
    output MISO_gold
    );
endinterface
interface spi_inter(clk);
    input clk;
    logic MISO,MOSI,SS_n,rst_n;
    modport DUT (
    input MOSI,rst_n,SS_n,clk,
    output MISO
    );
endinterface
module rram (din,clk,rst_n,rx_valid,dout,tx_valid);
parameter MEM_DEPTH=256;
parameter ADDR_SIZE = 8;
input [9:0] din;
input clk,rst_n,rx_valid;
output [7:0] dout;
output tx_valid;
reg [7:0] dout_tmp; 
reg tx_valid_tmp;
reg [ADDR_SIZE-1:0] address_holder;
reg [7:0] mem [MEM_DEPTH-1:0];
always @(posedge clk or negedge rst_n) begin
    if(!rst_n) begin
        dout_tmp<=0;
        tx_valid_tmp<=0;
    end
    else begin if(rx_valid) begin case (din[9:8])
        2'b00:begin
            address_holder<=din[7:0];
        end
        2'b01:begin
          mem [address_holder]<=din[7:0];  
        end
        2'b10:begin
            address_holder<=din [7:0];
        end
        2'b11:begin
            dout_tmp<=mem[address_holder];
            tx_valid_tmp<=1;
        end
    endcase
    end
end  
end
assign dout=dout_tmp;
assign tx_valid=tx_valid_tmp;
endmodule 
==> ci_impl_report.md <==
## Implementation flow summary

| Metric | Value |
|---|---|
| Outcome | complete, but fails checks |
| Failing checks | max-capacitance violations, max-slew violations |
| Fmax | 159 MHz |
| Max-slew violations | 27 |
| # IOs | 22 |
| RD Place Congestion | 1.16 |
| Largest cells by area | edfxtp_1, a22oi_1, a32oi_1, nor2_1, o22ai_1 |
| Fillers | 16000 |
| Layout area overhead | 18.4% |
| Drt drc | 0 |
| Vias | 55000 |
| Via density | 7.07 |
| Rows | 160 |
| Setup Total Neg Slack | 0 ps |
| Post-synth EDFFs | 2056 |
| Worst Setup End Kind | register |
| Post-place setup slack | 3530 ps |
| Crit-path max cell delay | 1140 ps |
| Cells on worst reg2reg path | 12 |
| Final Hold Vio Count | 0 |
| Rel. slew slack | -0.0883 |
| Worst vdd ir | 0.184 mV |
| Core box area | 191000 sq um |
| Total GRT Usage | 0.537 |
| Seq share, synth | 0.801 |
| Worst endpoint required time | 10160 ps |
| Kind of critical path | register to register |
| Worst Setup Start Kind | register |
| PortBufs | 21 |
| First-pass GRT wire length | 598000 microns |
| Worst Skew | 33.5 ps |
| Pwr Density | 218 nW/um^2 |
| Max FO, Critical Path | 33 |
| Most frequent cell on the critical path | buf_4 |
| Largest net degree at the start of global routing | 102 |
| Post-layout min period | 6280 ps |
| Num CTS Buffers | 217 |
| Count of different cell masters after synthesis | 62 |
| Stages on the worst setup path | 12 |
| Top_reg_cell synth | edfxtp_1 |
| Buf+Inv Stages, Crit Path | 4 |
| Fin worst setup slack | 3120 ps |
| First DRT Iteration DRCs | 6085 |
| Register area | 62000 sq um |
| Number of gates resized after cts | 0 |
| Postcts setup bufs | 0 |
| Hold_buf cts | 0 |
| Wire length per cell | 61.3 microns |
| Comb gate area | 14500 sq um |
| Final worst path period share | 0.669 |
| CTS HTree Levels | 4 |
| Worst path arrival time | 7040 ps |
| Yosys warns | 2 |
| Initial antenna violation count | 70 |
| Top-count cell post-synth | edfxtp_1 |
| Post-synth top area share | 0.799 |
| Synth area leader | edfxtp_1 |
| Slew @ Worst Pin | 1630 ps |
| Mean post-synth cell area | 17.1 sq um |
| Clk buf depth | 3 |
| Drt pass-1 iters | 9 |
| Share of cells above drive strength 1 | 0.187 |
| OpenROAD warning count | 33 |
| Fp_density | 0.405 |
| Top delay family on crit path | simple AND/OR/NAND/NOR gates |
| Yosys chip area | 77300 sq um |
| Critical Path, Cell by Cell | buf_4 > or4bb_2 > buf_4 > nor2_1 > buf_4 > a22oi_1 > o21ai_0 > or4_1 > nor4_1 > buf_4 > and4_1 > a21oi_1 |
| RSZ-0062 raised after global routing | false |
| Final setup fails | 0 |
| Die boundary height | 442 microns |
| Hold depth | 1 |
| Wirelength, routed | 477000 microns |
| Post-synth top cells | edfxtp_1, a22oi_1, nor2_1 |
| Synthesis-stage register bit count | 2065 |
| Vias in the first global route | 54700 |
| Die ar. | 195000 sq um |
| CTS clk-pin slew, worst paths | 60 ps |
| Max Cap Viol | 3 |
| ANT nets after route | 0 |
| CTS tree | done |
| Static leakage | 28.2 nW |
| Worst skew pair latency | 910 ps |
| Root buf cell | clkbuf_16 |
| Cell count after synthesis | 4511 |
| Mapped cell area | 77300 sq um |
| Hold Crit Class | register to register |
| Die W | 442 microns |
| Total grt overflow | 0 |
| Post-layout util | 0.479 |
| Hpwl dp | 342000 microns |
| FFs w/ async S/R, synth | 0.00436 |
| CTS Sinks | 2065 |
| Crit-path slowest cell | nor4_1 |
| Yosys cell count | 4511 |
-- area by class of cell --
type                            instances  share of cell area
Antenna cell                          105             0.00287
Timing Repair Buffer                  554              0.0476
Multi-Input combinational cell       2141               0.158
Tap cell                             2511              0.0343
Clock buffer                          271              0.0623
Sequential cell                      2065               0.677
Clock inverter                        133              0.0179
-- logic make-up (layout without fill, tap and decap cells) --
logic type | after synthesis | in the layout | share of synthesized area
AND-OR/OR-AND | 1265 | 1265 | 0.123
other | 0 | 105 | 0
AND/OR/NAND/NOR | 875 | 875 | 0.0577
buffers and inverters | 305 | 958 | 0.0180
flip-flops | 2065 | 2065 | 0.801
multiplexers | 1 | 1 | 0.000146
-- power breakdown --
group          total, W  internal, W  switching (W)
registers        0.0101       0.0101      0.0000144
logic          0.000754     0.000132       0.000622
clock network   0.00901      0.00516        0.00385
total            0.0199       0.0154        0.00448
-- placed cells by master, fill, tap and decap left out, types with 7 or more instances in the layout --
cell type	Yosys	routed
a31oi_1	10	10
dfrtp_1	9	9
a21oi_1	107	106
or4b_2	8	8
and3_1	30	30
a32o_1	15	15
buf_12	0	7
nor3_1	95	70
bufinv_16	0	31
nor4_1	51	45
a32oi_1	149	149
diode_2	0	105
nand2_1	121	120
clkbuf_16	0	219
a222oi_1	21	21
buf_4	11	524
clkinvlp_4	0	7
nand4_1	71	71
edfxtp_1	2056	2056
nand3_1	75	75
nor2_1	336	319
nor4bb_4	0	9
nor2_2	2	19
a22oi_1	586	586
clkinv_1	0	40
nor3_2	0	25
or4_1	21	21
clkbuf_1	126	49
o21ai_0	14	14
a22o_1	101	101
o22ai_1	171	171
buf_8	0	10
o211ai_1	9	9
clkinv_2	0	39
a221oi_1	54	52
clkdlybuf4s50_1	0	13
nor4_2	2	7
-- layer usage --
| layer | GRT usage | share of wire |
|---|---|---|
| met2 | 0.652 | 0.39 |
| met5 | 0.275 | 0.012 |
| met3 | 0.495 | 0.22 |
| met1 | 0.560 | 0.28 |
| met4 | 0.366 | 0.094 |
-- registers in the layout, summed over array words and instances (netlist names) --
signal,flops
mem,2048
address_holder,8
dout_tmp,8
tx_valid_tmp,1
-- per-stage QoR --
stage | area (sq um) | hold slack, ps | total power [W] | std cells
finish | 91500 | 471 | 0.0199 | 7780
global route | 91400 | 519 | 0.0202 | 7729
CTS | 91300 | 481 | 0.0199 | 7674
detailed placement | 83900 | 467 | 0.0111 | 7270
global placement | 83900 | 456 | 0.0111 | 7268
floorplan | 77300 | 408 | 0.0105 | 4511
-- path summary, 6_finish.rpt --
path                                    from           end  slack [ps]
min                             tx_valid_tmp  tx_valid_tmp         470
max in group asynchronous              rst_n   dout_tmp[2]        7690
max reg2reg                address_holder[2]   dout_tmp[3]        3120
max                        address_holder[2]   dout_tmp[3]        3120
min reg2reg                     tx_valid_tmp  tx_valid_tmp         470
min in group asynchronous              rst_n   dout_tmp[4]        1330
Power is estimated from default activity; no workload was simulated.
